### flow/design.v
module ALU(
input logic[31:0] SrcA,
input logic[31:0] SrcB,
input logic[2:0] ALUControl,
output logic[31:0] ALUResult
);
always_comb
	case(ALUControl)
	2:	ALUResult = SrcA + SrcB;
	6:	ALUResult = SrcA - SrcB;
	default: ALUResult = 32'b0000_0000_0000_0000_0000_0000_0000_0000;
endcase
endmodule
module MUX_ALUSrc(
  input logic ALUSrc,
  input logic[31:0] RD2, SignImm,
  output logic[31:0] SrcB);
 always_comb begin
   if(ALUSrc)      SrcB <= SignImm;
  else             SrcB <= RD2;
  end
endmodule
module MUX_MemtoReg(
  input logic MemtoReg,
  input logic[31:0] ALUResult,
  input logic[31:0] RD,
  output logic[31:0] MemtoReg_out
);
always_comb begin
  if(MemtoReg)      MemtoReg_out <= RD;
  else              MemtoReg_out <= ALUResult;
  end
endmodule
module MUX_RegDst(
  input logic RegDst,
  input logic[4:0] instr2016,
  input logic[4:0] instr1511,
  output logic[4:0] WriteReg
);
always_comb begin
  if(RegDst)      WriteReg <= instr1511;
  else            WriteReg <= instr2016;
  end
endmodule
module PC(
  input logic clk, rst,
  input logic[2:0] instruction_A,
  input logic RegWrite, MemWrite,
  output logic[31:0] prode_register_file, prode_data_memory);
  logic[31:0] RD,MemtoReg_out, SrcA, SignImm, SrcB, ALUResult, RD2, readData;
  logic[4:0] A3;
  instruction_memory instruction_memory( clk, rst, instruction_A, RD);
  MUX_RegDst MUX_RegDst(RD[31],RD[20:16],RD[15:11], A3);
  register_file register_file(clk, rst, RD[25:21], RD[20:16], A3, MemtoReg_out, RegWrite, SrcA, RD2, prode_register_file);
  sign_extend sign_extend( RD[15:0], SignImm);
  MUX_ALUSrc MUX_ALUSrc(RD[30], RD2, SignImm, SrcB);
  ALU ALU(SrcA, SrcB, RD[29:27], ALUResult);
 data_memory data_memory(clk, rst, ALUResult,  RD2, MemWrite, readData, prode_data_memory);
  MUX_MemtoReg MUX_MemtoReg(RD[31], ALUResult, readData, MemtoReg_out);
endmodule
module data_memory(
input logic clk, rst,
input logic[31:0] A,
input logic[31:0] WD,
input logic WE,
output logic[31:0] RD,
output logic[31:0] prode
);
reg[31:0] registers[31:0];
assign prode = registers[A];
always@(posedge clk or negedge rst)
begin
	if(!rst) begin
		for(int i =0; i <32; i++) begin
			registers[i] <= i;
		end
	end
	else if(WE) 
    registers[A] <= WD;
    end
    always_comb begin
    RD <= registers[A];
    end
endmodule
module instruction_memory(
  input logic clk, rst,
  input logic[2:0] A,
  output logic[31:0] RD);
  reg[31:0] ins_regs[4:0];
  always@(posedge clk or negedge rst) begin
    if(!rst) begin
      ins_regs[0] <=0;
      ins_regs[1] <=32'b010101_00010_00001_0000_0000_0000_0011;
      ins_regs[2] <=32'b010100_01000_00001_0000_0000_0000_0001;
      ins_regs[3] <=32'b100100_00011_00100_00001_00000_000000;
      ins_regs[4] <=32'b101100_01010_01000_00001_00000_000000;
    end
    else begin
      RD <= ins_regs[A];
    end
  end
endmodule
module register_file(input logic clk, rst,
input logic[4:0] A1, A2, A3,
input logic[31:0] WD3,
input logic WE3,
output logic[31:0] RD1,
output logic[31:0] RD2,
output logic [31:0] probe
);
reg[31:0] registers[31:0];
assign probe = registers[A3];
always@(posedge clk or negedge rst)
begin
	if(!rst) begin
		for(int i =0; i <32; i++) begin
			registers[i] <= i;
		end
	end
	else  	if(WE3) 
			registers[A3] <= WD3;
end
always_comb begin
		RD1 <= registers[A1];
		RD2 <= registers[A2];
		end
endmodule
module sign_extend(
  input logic[15:0] Imm,
  output logic[31:0] SignImm
);
  assign SignImm[15:0] = Imm[15:0];
  assign SignImm[31:16] = {Imm[15], Imm[15], Imm[15], Imm[15], Imm[15], Imm[15], Imm[15], Imm[15], Imm[15], Imm[15], Imm[15], Imm[15], Imm[15], Imm[15], Imm[15], Imm[15]};
endmodule
module ssd(input logic[31:0] regs, data,
			output logic r0, r1, r2, r3 , r4, r5, r6, d0, d1, d2, d3, d4, d5, d6);
			assign r0 = !(regs == 0 || regs == 2 || regs ==3 || regs == 5 || regs == 6 || regs == 7||regs == 8 || regs == 9 || regs == 10 || regs == 14 || regs == 15);
			assign r1 = !(regs == 0 || regs == 1 || regs ==2 || regs ==3 || regs == 4 || regs == 7||regs == 8 || regs == 9 || regs == 10 || regs == 12 ||regs == 13 );
			assign r2 = !(regs == 0 || regs == 1 || regs ==3 || regs == 4 || regs == 5 || regs == 6 || regs == 7||regs == 8 || regs == 9 || regs == 10 || regs == 11 ||regs == 13);
			assign r3 = !(regs == 0 || regs == 2 || regs ==3 || regs == 5 || regs == 6 || regs == 8 || regs == 11 || regs == 12 ||regs == 13 || regs == 14);
			assign r4 = !(regs == 0 || regs == 2 || regs == 6 || regs == 8 ||  regs == 10 || regs == 11 || regs == 12 ||regs == 13 || regs == 14 || regs == 15);
			assign r5 = !(regs == 0 || regs == 4 || regs == 5 || regs ==6 || regs == 8 || regs == 9 || regs == 10 || regs == 11 || regs == 14 || regs == 15);
			assign r6 = !(regs == 2 || regs ==3 || regs == 4 || regs == 5 || regs == 6 || regs == 8 || regs == 9 || regs == 10 || regs == 11 || regs == 12 ||regs == 13 || regs == 14 || regs == 15);
			assign d0 = !(data == 0 || data == 2 || data ==3 || data == 5 || data == 6 || data == 7||data == 8 || data == 9 || data == 10 || data == 14 || data == 15);
			assign d1 = !(data == 0 || data == 1 || data ==2 || data ==3 || data == 4 || data == 7||data == 8 || data == 9 || data == 10 || data == 12 ||data == 13 );
			assign d2 = !(data == 0 || data == 1 || data ==3 || data == 4 || data == 5 || data == 6 || data == 7||data == 8 || data == 9 || data == 10 || data == 11 ||data == 13);
			assign d3 = !(data == 0 || data == 2 || data ==3 || data == 5 || data == 6 || data == 8 || data == 11 || data == 12 ||data == 13 || data == 14);
			assign d4 = !(data == 0 || data == 2 || data == 6 || data == 8 ||  data == 10 || data == 11 || data == 12 ||data == 13 || data == 14 || data == 15);
			assign d5 = !(data == 0 || data == 4 || data == 5 || data == 6 || data == 8 || data == 9 || data == 10 || data == 11 || data == 14 || data == 15);
			assign d6 = !(data == 2 || data == 3 || data == 4 || data == 5 || data == 6 || data == 8 || data == 9 || data == 10 || data == 11 || data == 12 ||data == 13 || data == 14 || data == 15);
endmodule
module top(
  input logic clk, rst,
  input logic[2:0] instruction_A,
  input logic RegWrite, MemWrite,
  output logic[31:0] prode_register_file, prode_data_memory,
  output logic r0, r1, r2, r3 , r4, r5, r6, d0, d1, d2, d3, d4, d5, d6);
  PC PC(clk, rst, instruction_A, RegWrite, MemWrite, prode_register_file, prode_data_memory);
  ssd printer(prode_register_file, prode_data_memory, r0, r1, r2, r3 , r4, r5, r6, d0, d1, d2, d3, d4, d5, d6);
endmodule
### flow/run.sh
#!/bin/bash
# OpenROAD 26Q1-2900-gdf79404cd8, Yosys 0.63+post, stock flow scripts
make -C /OpenROAD-flow-scripts/flow DESIGN_CONFIG=/design/flow/config.mk WORK_HOME=/design/flow/orfs finish
### flow/config.mk
export PLATFORM = sky130hd
export DESIGN_NAME = top
export DESIGN_NICKNAME = top
export VERILOG_FILES = /design/flow/design.v
export SDC_FILE = /design/flow/constraint.sdc
export NUM_CORES = 4
export LEC_CHECK = 1
export CORE_UTILIZATION = 40
### flow/constraint.sdc
current_design top

set clk_period 23.4
set clk_io_pct 0.2

create_clock -name clk0 -period $clk_period [get_ports {clk}]

set non_clock_inputs [all_inputs -no_clocks]
set_input_delay [expr $clk_period * $clk_io_pct] -clock clk0 $non_clock_inputs
set_output_delay [expr $clk_period * $clk_io_pct] -clock clk0 [all_outputs]
==> impl_metrics.json <==
{
  "status": "finished clean",
  "p_clk_frac": 0.226,
  "numCtsBuffers": 142,
  "post-cts-setup-buffers": 0,
  "leakage_nw": 29.7,
  "finalInstanceArea_um2": 70100,
  "insertion_delay_ns": 0.81,
  "cp_slowest_cell": "nor4b_1",
  "antenna_found_initial": 15,
  "grt_pass1_wl_mm": 391,
  "cts.sinks": 1288,
  "p_int_mw": 5.73,
  "crit_required_ns": 18.72,
  "swShare": 0.454,
  "cts_buffer_depth": 3,
  "drtAntennaViolNets": 0,
  "drt_first_pass_iters": 8,
  "placement.io_buffers": 84,
  "hold_class": "reg2reg",
  "yosys_area_um2": 61700,
  "netlist_instances": 6661,
  "period_used_share": 0.642,
  "ys_warn_count": 10,
  "viasPerCell": 6.35,
  "final.setup.tns_ns": 0,
  "critPathTopFamily": "buffers and inverters",
  "post_drt_wl_per_cell_um": 31.2,
  "floorplan.die.height_um": 395,
  "grt_usage": 0.363,
  "area_leaders": "dfrtp_1, o21ai_0, nand2_1",
  "max-cap-violations": 0,
  "die-area_um2": 156000,
  "power_density_nw_per_um2": 149,
  "drive_above_1_share": 0.125,
  "finClkSkew_ns": 0.0433,
  "ys_seq_elements": 1288,
  "synthFlopType": "dfrtp_1",
  "vias": 55178,
  "core_area_um2": 153000,
  "cp_data_arrival_time_ns": 10.35,
  "setup_viol": 0,
  "ys_seq_share": 0.525,
  "grt_remaining_overflow": 0,
  "worst_pin_slew_ns": 1.11,
  "drv_slew": 0,
  "drt-initial-drc-count": 5582,
  "clk_pin_slew_ns": 0.06,
  "p_switching_mw": 4.75,
  "gp_congestion": 0.992,
  "synth_area_um2": 61700,
  "final.min_clock_period_ns": 15.03,
  "fmax_mhz": 66.5,
  "warnings": 41,
  "synthToLayoutAreaGrowth_pct": 13.6,
  "rsz0062_at_grt": "no",
  "grt_pass1_vias": 53574,
  "cts.repair.resized": 0,
  "dp_hpwl_mm": 172,
  "top_area_cell": "dfrtp_1",
  "seqPwrFrac": 0.338,
  "crit_path_end_kind": "primary output",
  "hold_violations": 0,
  "crit_path_frequent_cell": "buf_4",
  "path_buffers": 9,
  "remaining_drc_errors": 0,
  "combPwrFrac": 0.436,
  "cts_tree": "yes",
  "placed_area_um2": 65200,
  "synth_area_per_cell_um2": 9.27,
  "ios": 85,
  "async_flop_share": 0.994,
  "yosysTopAreaCellShare": 0.482,
  "critical-path-max-stage-delay_ns": 0.77,
  "cts_max_level": 4,
  "start_kind": "register",
  "cp_max_fo": 111,
  "ctsHoldBuffers": 0,
  "root_buffer": "clkbuf_16",
  "rows": 143,
  "synthDistinctLibCells": 109,
  "slew_headroom": 0.262,
  "fp-utilization": 0.404,
  "wirelength_mm": 271,
  "yosysCellCount": 6661,
  "edf_count": 8,
  "die_w_um": 395,
  "grt_max_degree": 123,
  "peakVddDrop_mv": 0.106,
  "crit_type": "reg2out"
}
## worst register-to-register path, stage by stage, from the launching register on
cell and delay, ns:
edfxtp_1 0.32, buf_4 0.40, buf_12 0.53, inv_2 0.19, buf_4 0.32, o311ai_0 0.44, a21o_1 0.16, and2_1 0.17
mux2i_1 0.10, ha_1 0.29, nor2_1 0.17, xnor2_1 0.11, ha_1 0.52, o22ai_2 0.50, xnor2_2 0.16, buf_4 0.44
buf_4 0.61, buf_4 0.65, nor3_2 0.18, buf_4 0.28, a22o_1 0.30, nor3_1 0.19, nand4_1 0.55, a21oi_1 1.09
o21ai_0 0.24
## per-layer routing
metal  wire, um  vias to the layer above  GRT usage
met5        302                        -     0.0117
met4      17400                       24      0.177
met3      42400                      879      0.204
met2     109000                     3681      0.477
met1     102000                    27003      0.490
li1           -                    23591          -
## cell usage after synthesis (29+ instances only)
master    instances
mux4_2           36
a222oi_1         29
nand3_1         127
mux2i_1          81
buf_2            58
buf_1            48
nor2_1          144
mux2_2           56
a32oi_1          52
nor3_1           75
clkbuf_1        481
a21boi_0         29
dfstp_2          92
and3_1           35
a21oi_1         141
a22o_1           62
and2_1           60
ha_1             32
nand4_1          82
o21ai_0        1309
xnor2_1          31
inv_1            34
dfrtp_1        1188
a221oi_1         55
a22oi_1         177
a31oi_1          52
nand2_1        1513
## power groups by stage
stage / Sequential (mW) / Combinational (mW) / Clock (mW)
finish: 3.55 / 4.57 / 2.37
global route: 3.63 / 4.74 / 2.47
CTS: 3.53 / 4.37 / 2.38
## cell type report
cell class,count,area (um^2)
well taps,2030,2540
inverters,36,135
clock inverters,47,643
fillers,14100,82500
clock buffers,216,4280
multi-input cells,4723,27200
flip-flops and latches,1288,32400
diodes,10,25.0
repair buffers,344,2890
## stage by stage
stage	util	total power, mW	hold slack [ns]	std cells	setup slack [ns]
6_report	0.459	10.5	0.468	8694	8.37
5_1_grt	0.459	10.8	0.491	8684	8.07
4_1_cts	0.459	10.3	0.470	8684	8.70
3_5_place_dp	0.427	7.91	0.455	8421	9.55
3_3_place_gp	0.427	7.86	0.454	8421	9.67
2_1_floorplan	-	5.61	0.438	6661	12.40
## kinds of logic after synthesis
family | Yosys count | synth area share
AOI/OAI and AO/OA | 2262 | 0.225
adders and majority gates | 33 | 0.00681
xor gates and xnor gates | 43 | 0.00647
and+or+nand+nor | 2209 | 0.155
muxes | 176 | 0.0373
DFF | 1288 | 0.525
buffers and inverters | 650 | 0.0442
## registers in the layout (all words and copies together), names as in the netlist
signal                      count
PC.instruction_memory.RD        8
PC.register_file.registers    256
PC.data_memory.registers     1024
## path summary, 6_finish.rpt
path | from | to | slack (ns) | cells after the start
max | PC.instruction_memory.RD[21] | d0 | 8.37 | 27
min | PC.register_file.registers[5][26] | PC.register_file.registers[5][26] | 0.47 | 2
max reg2reg | PC.instruction_memory.RD[21] | PC.register_file.registers[12][0] | 14.34 | 24
min reg2reg | PC.register_file.registers[5][26] | PC.register_file.registers[5][26] | 0.47 | 2
max in group asynchronous | rst | PC.data_memory.registers[25][8] | 16.16 | 5
min in group asynchronous | rst | PC.data_memory.registers[21][29] | 3.88 | 1
## layout by cell type (no fill, tap or decap), types with 36 or more instances in the layout
master,instances
a21oi_1,138
a221oi_1,55
a22o_1,62
a22oi_1,176
a31oi_1,52
a32oi_1,52
and2_1,60
buf_4,253
clkbuf_16,145
clkbuf_8,38
clkdlybuf4s50_1,82
dfrtp_1,1188
dfstp_2,92
mux2_2,56
mux2i_1,81
mux4_2,36
nand2_1,1481
nand3_1,120
nand4_1,82
nor2_1,133
nor3_1,62
o21ai_0,1308
No activity file was given, so power comes from the tool's default toggle rates.
